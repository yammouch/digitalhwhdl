[./run.sh]
#!/bin/bash
# OpenROAD 26Q1-2900-gdf79404cd8, Yosys 0.63+post, stock flow scripts
make -C /OpenROAD-flow-scripts/flow DESIGN_CONFIG=/design/flow/config.mk WORK_HOME=/design/flow/orfs finish
[./design.v]
module cordic_sqrt_seq (
 input         rstx,
 input         clk,
 input         start,
 input  [15:0] din,
 output        busy,
 output [15:0] dout
);
reg [3:0] cnt;
wire tracing = (cnt <= 4'd8);
always @(posedge clk or negedge rstx)
  if (!rstx)         cnt <= ~4'd0;
  else if (start)    cnt <=  4'd0;
  else if (!tracing) cnt <= ~4'd0;
  else               cnt <= cnt + 4'd1;
reg [3:0] shamt;
always @(*)
  case (cnt)
  4'd0: shamt = 4'd1;
  4'd1: shamt = 4'd2;
  4'd2: shamt = 4'd3;
  4'd3: shamt = 4'd4;
  4'd4: shamt = 4'd4;
  4'd5: shamt = 4'd5;
  4'd6: shamt = 4'd6;
  4'd7: shamt = 4'd7;
  4'd8: shamt = 4'd8;
  default: shamt = 4'd1;
  endcase
reg [21:0] coordy;
reg [21:0] coordx;
wire [29:0] coordy_shift = {{8{coordy[21]}}, coordy} >> shamt;
wire [29:0] coordx_shift = {{8{coordx[21]}}, coordx} >> shamt;
always @(posedge clk or negedge rstx)
  if (!rstx)        coordy <= 22'd0;
  else if (start)   coordy <= {{2'd0, din} - 18'h02000, 4'd0};
  else if (tracing) coordy <= coordy
                            + ( coordx_shift[21:0] ^ {22{~coordy[21]}} )
                            + {21'd0, ~coordy[21]};
always @(posedge clk or negedge rstx)
  if (!rstx)        coordx <= 22'd0;
  else if (start)   coordx <= {{2'd0, din} + 18'h02000, 4'd0};
  else if (tracing) coordx <= coordx
                            + ( coordy_shift[21:0] ^ {22{~coordy[21]}} )
                            + {21'd0, ~coordy[21]};
wire kick_mult = (cnt == 4'd9);
wire mult_busy;
wire [40:0] prod;
mult #(.BW_CNT(5), .BW_MCAND(22), .BW_MLIER(20)) i_mult (
 .mcand_is_signed (1'b1),
 .mlier_is_signed (1'b0),
 .rstx            (rstx),
 .clk             (clk),
 .start           (kick_mult),
 .mcand           (coordx),
 .mlier           (20'h9A8F3),
 .busy            (mult_busy),
 .prod            (prod)
);
assign busy = tracing | kick_mult | mult_busy;
assign dout = prod[38:23] + {15'd0, prod[22]};
endmodule
module mult(
 clk,
 rstx,
 mcand_is_signed,
 mlier_is_signed,
 start,
 mcand,
 mlier,
 prod,
 busy
);
parameter BW_CNT = 3,    
          BW_MCAND = 3,
          BW_MLIER = 4;
input                          clk;
input                          rstx;
input                          mcand_is_signed;
input                          mlier_is_signed;
input                          start;
input           [BW_MCAND-1:0] mcand;
input           [BW_MLIER-1:0] mlier;
output [BW_MCAND+BW_MLIER-1:0] prod;
output                         busy;
reg [BW_CNT-1:0] cnt;
wire cnt_eq_0 = (cnt == {BW_CNT{1'b0}});
always @(posedge clk or negedge rstx)
  if (~rstx)         cnt <= {BW_CNT{1'b0}};
  else if (start)    cnt <= BW_MLIER;
  else if (cnt_eq_0) cnt <= {BW_CNT{1'b0}};
  else               cnt <= cnt - {{(BW_CNT-1){1'b0}}, 1'd1};
wire cnt_eq_1 = (cnt == {{(BW_CNT-1){1'b0}}, 1'd1});
assign busy = ~cnt_eq_0;
wire last_stage_1 = cnt_eq_1 & mlier_is_signed;
reg [BW_MCAND+BW_MLIER-1:0] prod;
wire [BW_MCAND-1:0] prod1 = (prod[0] ? mcand : {BW_MCAND{1'b0}});
wire [BW_MCAND:0] sum = {   cnt_eq_1
                          ? mcand_is_signed | mlier_is_signed
                          : 1'b0
                        , prod[BW_MCAND+BW_MLIER-1:BW_MLIER] }
                      + { 1'b0
                        ,   {BW_MCAND{last_stage_1}}
                          ^ { prod1[BW_MCAND-1] ^ mcand_is_signed
                            , prod1[BW_MCAND-2:0] } }
                      + {{BW_MCAND{1'b0}}, last_stage_1};
always @(posedge clk or negedge rstx)
  if (~rstx)          prod <= {(BW_MCAND+BW_MLIER){1'b0}};
  else if (start)     prod <= {mcand_is_signed, {(BW_MCAND-1){1'b0}}, mlier};
  else if (~cnt_eq_0) prod <= {sum, prod[BW_MLIER-1:1]};
endmodule
[./constraint.sdc]
current_design cordic_sqrt_seq

set clk_period 15.1
set clk_io_pct 0.2

create_clock -name clk0 -period $clk_period [get_ports {clk}]

set non_clock_inputs [all_inputs -no_clocks]
set_input_delay [expr $clk_period * $clk_io_pct] -clock clk0 $non_clock_inputs
set_output_delay [expr $clk_period * $clk_io_pct] -clock clk0 [all_outputs]
[./config.mk]
export PLATFORM = sky130hd
export DESIGN_NAME = cordic_sqrt_seq
export DESIGN_NICKNAME = cordic_sqrt_seq
export VERILOG_FILES = /design/flow/design.v
export SDC_FILE = /design/flow/constraint.sdc
export NUM_CORES = 4
export LEC_CHECK = 1
export CORE_UTILIZATION = 50
==> results.txt <==
yosys + openroad results -> status finished clean, yosys cell count 1278, antenna fix cells 0, CTS Buffer Depth 2, global-route wire length before repair 45900 um, GR peak layer met1, slowest CP cell dfstp_2, P&R area growth vs syn 7.78%, distinct lib cells 77, Largest stage delay, worst path 1060 ps, GRT Util Overall 0.298, critical path class reg -> reg, Synth async-reset ratio 1.00, share of cells above drive strength 1 0.0607, Max Slew Vio Count 0, fin crit share 0.418, vias in the first global route 8239, crit-path most repeated cell mux2i_1, Port-buffer cells 35, DRT antenna net count 0, number of buffers added for setup after CTS 0, gr ovfl total 0, die y size 144 um, achievable frequency 159 MHz, CP Cell Sequence inv_1 -> mux2i_4 -> buf_4 -> mux2i_1 -> mux2i_1 -> mux2i_1 -> a21oi_1 -> xnor2_1 -> inv_1 -> fa_1 -> nand3b_1 -> a21boi_0 -> o21ai_0 -> a21boi_0 -> o311a_1 -> o41ai_1 -> buf_4 -> o211ai_1 -> o211ai_1 -> o21ai_0 -> xor2_1 -> a221o_1, final wirelength 28900 um, OpenROAD warnings 33, first-pass iteration count of the detailed router 5, grt met1 use 0.470, Hold Path Class reg -> reg, synth cell count leaders nand2_1, a21oi_1, nor2_1, # setup viols final 0, CTS sink count 95, worst slew pin tran 833 ps, grt met3 use 0.0394, main flop type dfrtp_1, Synth Instances 1278, I/O Pins 36, Syn. warnings 3, fin crit period 6300 ps, Rows 51, Netlist Area Pre-Place 10000 um^2, Top cells by area dfrtp_1, ha_1, xnor2_1, TNS Setup 0 ps, DRC violations left 0, CORE AREA 19500 um^2, Initial DRC Count 616, H-tree depth 3, CP required 15350 ps, die area 20600 um^2, die extent in x 144 um, post-DP HPWL 20700 um, Synth Seq Share 0.238, crit end category register, critical path peak fanout 49, unrepaired setup endpoints after global routing false, Vias/cell 5.96, initial antenna violation count 0, Critical Path Source Type register, routability cong. 0.984, CTS tree done, cell type with the largest total area dfrtp_1, max cap viols 0, GR Util met2 0.444, count of hold-fix buffers inserted at cts 0, Avg WL per Cell 18.8 um, initial core utilization 0.513, Worst slew margin 0.443, Clock Skew 11.0 ps, yosys stat area 10000 um^2, Worst Path Arrival 6550 ps, largest net degree at the start of global routing 56, Hold Vio Cnt, Final 0, post-cts sizing count 0, Inserted Clock Buffers 9, WP buf/inv 4, Mean Syn Cell Area 7.84 um^2, clock root cell clkbuf_16, Synth top cell by count nand2_1, Top-area cell share 0.227, Clock Latency Late Sink 360 ps, Final Util 0.553, flip-flops with a built-in enable 0, largest delay contributor family on the critical path AND-OR/OR-AND gates, Clk pin slew, worst setup/hold paths 80 ps, vias 9140, Flops after synth 95
[worst reg2reg max path, cell delays in order, from the launching register on]
cell and delay, ps:
dfstp_2 1060, inv_1 610, mux2i_4 300, buf_4 440, mux2i_1 310, mux2i_1 120, mux2i_1 260, a21oi_1 130
xnor2_1 210, inv_1 90, fa_1 420, nand3b_1 190, a21boi_0 160, o21ai_0 110, a21boi_0 340, o311a_1 230
o41ai_1 70, buf_4 150, o211ai_1 180, o211ai_1 150, o21ai_0 220, xor2_1 90, a221o_1 340
[worst paths after layout]
| kind | cells past startpoint | start | endpoint | slack (ps) |
|---|---|---|---|---|
| min reg2reg | 2 | i_mult.prod[4]$_DFFE_PN0P_ | i_mult.prod[4]$_DFFE_PN0P_ | 490 |
| max in group asynchronous | 2 | rstx | coordy[21]$_DFFE_PN0P_ | 11270 |
| min | 2 | i_mult.prod[4]$_DFFE_PN0P_ | i_mult.prod[4]$_DFFE_PN0P_ | 490 |
| max reg2reg | 22 | cnt[2]$_DFF_PN1_ | coordy[20]$_DFFE_PN0P_ | 8800 |
| max | 22 | cnt[2]$_DFF_PN1_ | coordy[20]$_DFFE_PN0P_ | 8800 |
| min in group asynchronous | 1 | rstx | i_mult.prod[13]$_DFFE_PN0P_ | 2660 |
[metrics by stage]
| step | area [um^2] | instances | hold WS (ps) | setup slack, ps |
|---|---|---|---|---|
| finish | 10800 | 1534 | 495 | 8800 |
| global route | 10800 | 1534 | 515 | 8340 |
| CTS | 10800 | 1534 | 494 | 8910 |
| detailed placement | 10500 | 1518 | 475 | 8950 |
| global placement | 10500 | 1518 | 473 | 9020 |
| floorplan | 10000 | 1278 | 454 | 9450 |
[layer usage]
layer	part of all wire	routed length [um]
met3	0.054	1560
met1	0.49	14000
met5	0	0
met4	0.024	685
met2	0.44	12600
[flip-flops by register name, indices dropped and copies added, names as in the netlist]
name and flops:
coordx 22, coordy 22, i_mult.cnt 5, i_mult.prod 42, cnt 4
[placed cells by master (no fill, tap or decap), types with 29 or more instances in the layout]
cell type,count
nand2_1,168
clkdlybuf4s50_1,33
xnor2_1,89
mux2i_1,64
o21ai_0,67
a21oi_1,126
nand3_1,29
inv_1,29
dfrtp_1,90
ha_1,76
a21o_1,34
nor2_1,109
[cell type report]
class                      count  area (um^2)
inverter                      31          116
fill                        1858         8720
timing repair buffer          52          470
tap                          265          332
multi-input combinational   1075         7210
sequential                    95         2380
clock buffer                   9          225
clock inverter                 7         68.8
[cell families (layout without fill, tap and decap cells)]
logic type | count (synthesis) | count (layout) | share of synthesized area
buffers and inverters | 108 | 99 | 0.0451
xor gates and xnor gates | 112 | 112 | 0.0979
AOI/OAI and AO/OA | 375 | 375 | 0.243
DFF | 95 | 95 | 0.238
and+or+nand+nor | 430 | 430 | 0.195
muxes | 79 | 79 | 0.0806
adders and majority gates | 79 | 79 | 0.101
