**flow/config.mk**
```make
export PLATFORM = sky130hd
export DESIGN_NAME = dut_top
export DESIGN_NICKNAME = dut_top
export VERILOG_FILES = /design/flow/design.v
export SDC_FILE = /design/flow/constraint.sdc
export NUM_CORES = 4
export LEC_CHECK = 1
export CORE_AREA = 10 10 114 114
export DIE_AREA = 0 0 124 124
```
**flow/constraint.sdc**
```tcl
current_design dut_top

set clk_period 3.0
set clk_io_pct 0.2

create_clock -name clk0 -period $clk_period [get_ports {SCLK}]

set non_clock_inputs [all_inputs -no_clocks]
set_input_delay [expr $clk_period * $clk_io_pct] -clock clk0 $non_clock_inputs
set_output_delay [expr $clk_period * $clk_io_pct] -clock clk0 [all_outputs]
```
**flow/design.v**
```verilog
module dut_top(
 input        RSTX,
 input        CS,
 input        SCLK,
 input        SDATA,
 output [7:0] REG_00,
 output [7:0] REG_01
);
wire       wen;
wire [7:0] waddr;
wire [7:0] wdata;
spi_slave i_spi_slave (
 .CS    (CS),
 .SCLK  (SCLK),
 .SDATA (SDATA),
 .WEN   (wen),
 .WADDR (waddr),
 .WDATA (wdata)
);
register i_register (
 .RSTX   (RSTX),
 .CLK    (SCLK),
 .WEN    (wen),
 .WADDR  (waddr),
 .WDATA  (wdata),
 .REG_00 (REG_00),
 .REG_01 (REG_01)
);
endmodule
module register(
 input            RSTX,
 input            CLK,
 input            WEN,
 input      [7:0] WADDR,
 input      [7:0] WDATA,
 output reg [7:0] REG_00,
 output reg [7:0] REG_01
);
always @(posedge CLK or negedge RSTX)
  if (!RSTX)                      REG_00 <= 8'h00;
  else if (WEN && WADDR == 8'h00) REG_00 <= WDATA;
always @(posedge CLK or negedge RSTX)
  if (!RSTX)                      REG_01 <= 8'h00;
  else if (WEN && WADDR == 8'h01) REG_01 <= WDATA;
endmodule
module spi_slave(
 input        CS,
 input        SCLK,
 input        SDATA,
 output       WEN,
 output [7:0] WADDR,
 output [7:0] WDATA
);
reg [14:0] shift_reg;
always @(posedge SCLK) shift_reg <= {shift_reg[13:0], SDATA};
assign WADDR = shift_reg[14:7];
assign WDATA = {shift_reg[6:0], SDATA};
reg [3:0] cnt;
always @(posedge SCLK or posedge CS)
  if (CS) cnt <= 4'd0;
  else    cnt <= cnt + 4'd1;
assign WEN = (cnt == 4'd15);
endmodule
```
**flow/run.sh**
```bash
#!/bin/bash
# OpenROAD 26Q1-2900-gdf79404cd8, Yosys 0.63+post, stock flow scripts
make -C /OpenROAD-flow-scripts/flow DESIGN_CONFIG=/design/flow/config.mk WORK_HOME=/design/flow/orfs finish
```
==> results_slide.txt <==
Synthesis and Place & Route Summary

Critical path
  • CP Launch Type: flip-flop
  • Worst r2r src: i_spi_slave.cnt[0]
  • CP Capture Type: output pin
  • Worst path slowest cell: clkdlybuf4s50_1
  • Worst EP arrival: 1.14 ns
  • CP Depth: 1
  • Setup crit end: REG_00[6]
  • Largest stage delay, worst path: between 0.5 and 0.6 ns
  • FF-to-FF End: i_register.REG_00[2]
  • Crit path DRT: 2.40 ns
  • R2R setup slack: 1.30 ns
  • CP max FO: 2
  • Critical path class: flip-flop to output pin
  • WP buf/inv: 1
  • Worst setup path start: i_register.REG_00[6]
  • R2R depth: 4
  • Worst path cell trace: clkdlybuf4s50_1
  • CP top delay family: buffers and inverters

Synthesis
  • Synth top cells by count: dfrtp_1 (20), mux2_2 (16), dfxtp_1 (15)
  • Area leader share: 0.4608
  • Syn Inst Count: 63
  • Register area share after synthesis: 0.7373
  • Largest cells by area: dfrtp_1 (46%), dfxtp_1 (28%), mux2_2 (17%)
  • Async S/R FF share, synth: 0.5714
  • Synth top cell by count: dfrtp_1
  • Synthesized area: 1086 sq um
  • Top_reg_cell synth: dfrtp_1
  • Post-synth EDFFs: 0
  • Yosys stat area: 1086 sq um
  • Yosys top cell by area: dfrtp_1
  • Yosys Instances: 63
  • Synth cell types: 14
  • Synthesis-stage register bit count: 35
  • Yosys warns: 2
  • Syn avg cell area: 17.24 sq um

Timing
  • Hold WS: 0.3403 ns
  • Rel. slew slack: 0.5205
  • Period utilization: 0.5803
  • Fin. Hold Viols: 0
  • Setup_tns: 0 ns
  • Clk_skew: 0.01142 ns
  • Min Tclk post-route: 1.741 ns
  • Slew of the pin with the lowest slew margin: approximately 0.72 ns
  • Achievable frequency: 0.5744 GHz
  • RSZ-0062 raised after global routing: no
  • Setup ws final: between 1 and 1.5 ns
  • Setup violators final: 0
  • Final Max Slew Viols: 0

Placement
  • Dpl hpwl: between 1.5 and 2 mm
  • Placed Area: 1439 sq um
  • Placement Setup Slack: 1.323 ns
  • PortBufs: 19
  • Routability cong.: between 0.7 and 0.8

Run
  • Log Warnings: 25
  • Number of max-cap violations: 0

Global route
  • First-pass GRT wire length: 3.312 mm
  • Antenna violations before repair: 0
  • Overflow after GRT: 0
  • Vias in the first global route: 606
  • Total track usage: 0.02851
  • Largest net degree at the start of global routing: 17

Outcome
  • Status: completed

Routing
  • DRT iter0 DRCs: 15
  • Drc violations: 0
  • DRT Pass-1 Iters: 2
  • Metal2 WL: 987 um
  • Met1 wire length: roughly 880 um
  • Wirelength, routed: slightly above 2 mm
  • Met3 wire length: 195 um
  • Vias/cell: 2.458
  • Highest metal used: met3
  • Routed WL per cell: 9.173 um
  • Via count: 553
  • Antenna-violating nets left: 0
  • Diode count: 0

Power
  • NetSw: 172.1 uW
  • Sw Ratio: 0.1730
  • Combinational share of power: 0.016
  • Internal: 822.5 uW
  • Flop pwr share: 0.493
  • Worst VDD drop: 0.2595 mV
  • Pwr/cell area: 632.9 nW/um^2
  • Power share of the clock group: 0.491
  • Lkg Pwr: between 0.6 and 0.7 nW

Cells and area
  • Number of flip-flops under the largest register name: 15
  • Share of layout cells above drive strength 1: 0.2809
  • Fin area: 1572 sq um
  • Final-layout fill cell count: 1144
  • Final Core Density: 0.1509
  • Area delta synth->final: 44.70%

Clocking
  • Clock Latency Late Sink: roughly 0.29 ns
  • Longest Clk Path Bufs: 2
  • H-tree depth: 2
  • Number of buffers created by CTS: 5
  • Setup Fix Bufs, Post-CTS: 0
  • Root Driver: clkbuf_8
  • Post-cts gate resize count: 0
  • CTS clk-pin slew, worst paths: 0.07 ns
  • Post-cts hold-fix buffer tally: 0
  • TritonCTS Sinks: 35
  • CTS tree: built

Floorplan
  • Die area: ~15000 sq um
  • Vert. Die Dim: 124 um
  • Die Width: 124 um
  • Number of cell rows: 37
  • Pre-Place Util: 0.1043
  • Placeable Area: roughly 10000 sq um
  • Io pins: 20

Min path
  • HP Class: flip-flop to flip-flop
==> cells in the final DEF, fill, tap and decap left out <==
cell,synthesis,final
clkdlybuf4s50_1,0,19
and4b_1,1,1
bufinv_16,0,2
inv_1,2,2
nor3_1,1,1
clkbuf_1,0,1
xnor2_1,1,1
nor4_4,1,1
clkbuf_8,0,5
xor2_1,1,1
dfxtp_1,15,15
nand3_1,1,1
mux2_2,16,16
and3_1,1,1
nand4_2,1,1
dfrtp_1,20,20
ha_1,1,1
==> final cells by class <==
cell class              instances  area [sq um]  area share
clock inverters                 2         60.06     0.03822
well taps                     136         170.2      0.1083
clock buffers                   6         72.57     0.04618
flip-flops and latches         35         800.8      0.5096
inverters                       2         7.507    0.004777
multi-input cells              25         270.3      0.1720
repair buffers                 19         190.2      0.1210
==> how the worst min path moves through the flow <==
stage                                     start                         to  slack, ns  depth (start not counted)
after CTS              i_spi_slave.shift_reg[8]   i_spi_slave.shift_reg[9]       0.35                          0
after global routing  i_spi_slave.shift_reg[10]  i_spi_slave.shift_reg[11]       0.36                          0
final                  i_spi_slave.shift_reg[8]   i_spi_slave.shift_reg[9]       0.34                          0
==> metrics by stage <==
stage               total power, mW  cells
floorplan                    0.5008     63
global placement             0.5170    217
detailed placement           0.5170    217
CTS                           1.004    225
global route                  1.033    225
finish                       0.9946    225
==> cells by family after synthesis <==
kind of cell  Yosys count  synth area share
fa+ha+maj               1           0.01152
mux                    16            0.1659
flops                  35            0.7373
buf+inv                 3           0.01383
simple gates            6           0.05529
xor+xnor                2           0.01613
==> routing by layer <==
layer | up-vias | GRT usage
li1 | 264 | -
met1 | 274 | 0.03437
met2 | 15 | 0.04272
met3 | 0 | 0.01928
met4 | 0 | 0.003597
met5 | - | 0
==> power groups by stage <==
stage	clock [mW]	combinational [mW]	sequential, mW
after global routing	0.522	0.0186	0.492
after CTS	0.496	0.0173	0.490
final	0.488	0.0163	0.490
No activity file was given, so power comes from the tool's default toggle rates.
